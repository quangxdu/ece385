File: ./design.v
module Mapper(input logic [9:0] DrawX, DrawY, 
input logic [9:0] PosX1, PosY1, input logic [9:0] PosX2, PosY2, input logic [9:0] PosX3, PosY3, input logic [9:0] PosX4, PosY4,
input logic [9:0] PosX5, PosY5, input logic [9:0] PosX6, PosY6, input logic [9:0] PosX7, PosY7, input logic [9:0] PosX8, PosY8,
input logic [9:0] PosX9, PosY9, input logic [9:0] PosX10, PosY10, input logic [9:0] PosX11, PosY11, input logic [9:0] PosX12, PosY12,
input logic [9:0] PosX13, PosY13, input logic [9:0] PosX14, PosY14, input logic [9:0] PosX15, PosY15, input logic [9:0] PosX16, PosY16, 
input logic [3:0] SpriteID1,input logic [3:0] SpriteID2,input logic [3:0] SpriteID3,input logic [3:0] SpriteID4,
input logic [3:0] SpriteID5,input logic [3:0] SpriteID6,input logic [3:0] SpriteID7,input logic [3:0] SpriteID8,
input logic [3:0] SpriteID9,input logic [3:0] SpriteID10,input logic [3:0] SpriteID11,input logic [3:0] SpriteID12,
input logic [3:0] SpriteID13,input logic [3:0] SpriteID14,input logic [3:0] SpriteID15,input logic [3:0] SpriteID16, 
output logic [3:0] spriteIDOut, 
output logic [4:0] sPosXOut,sPosYOut);
always_comb
begin
if ((SpriteID13!=4'hf )&& ((DrawX-PosX13)<32) && ((DrawY-PosY13)<32) && ((DrawX-PosX13)>=0) && ((DrawY-PosY13)>=0))
	begin
		spriteIDOut=SpriteID13;
		sPosXOut=DrawX[4:0]-PosX13[4:0];
		sPosYOut=DrawY[4:0]-PosY13[4:0];
	end
else if ((SpriteID14!=4'hf )&& ((DrawX-PosX14)<32) && ((DrawY-PosY14)<32) && ((DrawX-PosX14)>=0) && ((DrawY-PosY14)>=0))	
begin
			spriteIDOut=SpriteID14;
		sPosXOut=DrawX[4:0]-PosX14[4:0];
		sPosYOut=DrawY[4:0]-PosY14[4:0];
	end
else if ((SpriteID15!=4'hf )&& ((DrawX-PosX15)<32) && ((DrawY-PosY15)<32) && ((DrawX-PosX15)>=0) && ((DrawY-PosY15)>=0))
	begin
			spriteIDOut=SpriteID15;
		sPosXOut=DrawX[4:0]-PosX15[4:0];
		sPosYOut=DrawY[4:0]-PosY15[4:0];
	end
else if ((SpriteID16!=4'hf )&& ((DrawX-PosX16)<32) && ((DrawY-PosY16)<32) && ((DrawX-PosX16)>=0) && ((DrawY-PosY16)>=0))
	begin
			spriteIDOut=SpriteID16;
		sPosXOut=DrawX[4:0]-PosX16[4:0];
		sPosYOut=DrawY[4:0]-PosY16[4:0];
	end
else if ((SpriteID1!=4'hf )&& ((DrawX-PosX1)<32) && ((DrawY-PosY1)<32) && ((DrawX-PosX1)>=0) && ((DrawY-PosY1)>=0))
	begin
		spriteIDOut=SpriteID1;
		sPosXOut=(DrawX[4:0]-PosX1[4:0]);
		sPosYOut=DrawY[4:0]-PosY1[4:0];
	end
else if ((SpriteID2!=4'hf )&& ((DrawX-PosX2)<32) && ((DrawY-PosY2)<32) && ((DrawX-PosX2)>=0) && ((DrawY-PosY2)>=0))
	begin
			spriteIDOut=SpriteID2;
			sPosXOut=DrawX[4:0]-PosX2[4:0];
			sPosYOut=DrawY[4:0]-PosY2[4:0];
	end
else if ((SpriteID3!=4'hf )&& ((DrawX-PosX3)<32) && ((DrawY-PosY3)<32) && ((DrawX-PosX3)>=0) && ((DrawY-PosY3)>=0))
	begin
			spriteIDOut=SpriteID3;
 		sPosXOut=DrawX[4:0]-PosX3[4:0];
		sPosYOut=DrawY[4:0]-PosX3[4:0];
	end
else if ((SpriteID4!=4'hf )&& ((DrawX-PosX4)<32) && ((DrawY-PosY4)<32) && ((DrawX-PosX4)>=0) && ((DrawY-PosY4)>=0))
	begin
			spriteIDOut=SpriteID4;		
		sPosXOut=DrawX[4:0]-PosX4[4:0];
		sPosYOut=DrawY[4:0]-PosY4[4:0];
	end
else if ((SpriteID5!=4'hf )&& ((DrawX-PosX5)<32) && ((DrawY-PosY5)<32) && ((DrawX-PosX5)>=0) && ((DrawY-PosY5)>=0))
	begin
			spriteIDOut=SpriteID5;
		sPosXOut=DrawX[4:0]-PosX5[4:0];
		sPosYOut=DrawY[4:0]-PosY5[4:0];
	end
else if ((SpriteID6!=4'hf )&& ((DrawX-PosX6)<32) && ((DrawY-PosY6)<32) && ((DrawX-PosX6)>=0) && ((DrawY-PosY6)>=0))
	begin
			spriteIDOut=SpriteID6;
		sPosXOut=DrawX[4:0]-PosX6[4:0];
		sPosYOut=DrawY[4:0]-PosY6[4:0];
	end
else if ((SpriteID7!=4'hf )&& ((DrawX-PosX7)<32) && ((DrawY-PosY7)<32) && ((DrawX-PosX7)>=0) && ((DrawY-PosY7)>=0))
	begin
			spriteIDOut=SpriteID7;
		sPosXOut=DrawX[4:0]-PosX7[4:0];
		sPosYOut=DrawY[4:0]-PosY7[4:0];
	end
else if ((SpriteID8!=4'hf )&& ((DrawX-PosX8)<32) && ((DrawY-PosY8)<32) && ((DrawX-PosX8)>=0) && ((DrawY-PosY8)>=0))
	begin
			spriteIDOut=SpriteID8;
		sPosXOut=DrawX[4:0]-PosX8[4:0];
		sPosYOut=DrawY[4:0]-PosY8[4:0];
	end
else if ((SpriteID9!=4'hf )&& ((DrawX-PosX9)<32) && ((DrawY-PosY9)<32) && ((DrawX-PosX9)>=0) && ((DrawY-PosY9)>=0))
	begin
			spriteIDOut=SpriteID9;
		sPosXOut=DrawX[4:0]-PosX9[4:0];
		sPosYOut=DrawY[4:0]-PosY9[4:0];
	end
else if ((SpriteID10!=4'hf )&& ((DrawX-PosX10)<32) && ((DrawY-PosY10)<32) && ((DrawX-PosX10)>=0) && ((DrawY-PosY10)>=0))
	begin
			spriteIDOut=SpriteID10;
		sPosXOut=DrawX[4:0]-PosX10[4:0];
		sPosYOut=DrawY[4:0]-PosY10[4:0];
	end
else if ((SpriteID11!=4'hf )&& ((DrawX-PosX11)<32) && ((DrawY-PosY11)<32) && ((DrawX-PosX11)>=0) && ((DrawY-PosY11)>=0))
	begin		
			spriteIDOut=SpriteID11;
		sPosXOut=DrawX[4:0]-PosX11[4:0];
		sPosYOut=DrawY[4:0]-PosY11[4:0];
	end
else if ((SpriteID12!=4'hf )&& ((DrawX-PosX12)<32) && ((DrawY-PosY12)<32) && ((DrawX-PosX12)>=0) && ((DrawY-PosY12)>=0))	
begin
			spriteIDOut=SpriteID12;
		sPosXOut=DrawX[4:0]-PosX12[4:0];
		sPosYOut=DrawY[4:0]-PosY12[4:0];
	end	
else
    begin
        spriteIDOut = 4'hf;
        sPosXOut = 0;
        sPosYOut = 0;
    end
end
endmodule
File: ./run.sh
#!/bin/bash
# OpenROAD 26Q1-2900-gdf79404cd8, Yosys 0.63+post, stock flow scripts
make -C /OpenROAD-flow-scripts/flow DESIGN_CONFIG=/design/flow/config.mk WORK_HOME=/design/flow/orfs finish
File: ./constraint.sdc
current_design Mapper

set clk_period 15.1
set clk_io_pct 0.2

create_clock -name clk0 -period $clk_period

set non_clock_inputs [all_inputs -no_clocks]
set_input_delay [expr $clk_period * $clk_io_pct] -clock clk0 $non_clock_inputs
set_output_delay [expr $clk_period * $clk_io_pct] -clock clk0 [all_outputs]
File: ./config.mk
export PLATFORM = sky130hd
export DESIGN_NAME = Mapper
export DESIGN_NICKNAME = Mapper
export VERILOG_FILES = /design/flow/design.v
export SDC_FILE = /design/flow/constraint.sdc
export NUM_CORES = 4
export LEC_CHECK = 1
export CORE_UTILIZATION = 30
==> notes.md <==
fresh numbers from the pnr run: global-route wire length before repair=123 mm, Die Ht=246 um, Seq pwr share=0%, final period utilization=77.7%, Die Size=60400 um^2, Internal=366 uW, yosys adder share=26.2%, I/O pin cnt=418, Yosys cell types=77, Mapped Cells=2605, DRC viols=0, worst rel slew slack=45.5%, die width=246 um, grt ovf=0, initial antenna violation count=5, Max FO, Critical Path=20, tool warnings=32, register area share after synthesis=0%, Seq cells=0, Total GRT Usage=27.6%, synth warn=1, wire per inst=22.2 um, dpl cell area=23100 um^2, mapped cell area=17800 um^2, hold_buf cts=0, Clk pwr share=0%, Initial Utilization=30.3%, Sw Pwr=433 uW, Buffers & Inverters on Critical Path=5, f_max=0.0852 GHz, peak supply drop=0.0216 mV, P&R area growth vs syn=29.5%, vias=21361, First-pass DRT Iterations=5, ordered list of cells on the worst path=clkdlybuf4s50_1, buf_4, inv_1, buf_4, fa_1, nor2b_1, o31ai_1, a21oi_1, o21a_1, o2111ai_1, or4b_2, nor4b_1, o21ai_0, o311a_1, o21a_1, o31ai_1, clkdlybuf4s50_1, core area=58900 um^2, routability cong.=1.03, Routed Antenna Nets=0, Min-Delay Path Class=input port to output port, summed standard-cell area reported by yosys=17800 um^2, Via density=5.63, final wirelength=84.4 mm, family with the most delay on the worst path=buffers and inverters, crit path kind=input port to output port, Multiplexer share=1.94%, Worst path slowest cell=or4b_2, final setup vio count=0, max incr delay on CP=0.92 ns, Resized Gates After CTS=0, final hold violation count=0, worst path arrival time=8.72 ns, RSZ-0062 raised after global routing=false, max cap viols=0, CP Capture Type=output port, FP Rows=89, TNS Setup=0 ns, largest net degree at the start of global routing=37, register area=0 um^2, clock buffer count=0, Port Buf Inserts=418, xor/xnor share=4.32%, combinational power share=100.0%, ys cells=2605, Simple-Gate Fraction of Synth Area=25.4%, Post-CTS Setup Inserts=0, Worst EP required=12.08 ns, HPWL after DPL=70.8 mm, DR iter-0 viols=1575, Avg Cell Area, Syn=6.85 um^2, layout cells sized above 1=2.85%, run status=complete, no violations, comb area leader=AND-OR/OR-AND gates, Worst Setup Start Kind=input port, post-route cell area=23100 um^2, yosys aoi share=32.8%, final worst path period need=11.74 ns, pin slew with the least headroom to its limit=0.810 ns, PwrDens=34.6 nW/um^2, count of final max-slew check failures=0, switching share of total power=54.2%, leakage=10.6 nW, vias in the first global route=20301
==> per-layer routing <==
| metal | vias to the layer above | GRT usage, % | part of all wire (%) |
|---|---|---|---|
| li1 | 10509 | - | - |
| met5 | - | 0 | 0.045 |
| met2 | 870 | 45.9 | 46 |
| met1 | 9894 | 38.1 | 44 |
| met3 | 82 | 3.83 | 8.0 |
| met4 | 6 | 5.21 | 2.3 |
==> per-stage QoR <==
step	hold slack [ns]	setup slack, ns	std cells	util (%)	power [mW]
3_3_place_gp	7.32	3.50	3791	39.2	0.793
4_1_cts	7.25	3.44	3791	39.2	0.792
3_5_place_dp	7.24	3.45	3791	39.2	0.787
2_1_floorplan	6.17	5.53	2605	-	0.486
5_1_grt	7.31	2.93	3792	39.2	0.876
6_report	7.32	3.36	3794	39.2	0.798
==> power groups by stage <==
stage         Clock, mW  Combinational, mW  Sequential (mW)
4_1_cts               0              0.792                0
5_1_grt   0.00000000886              0.876                0
6_report   0.0000000266              0.798                0
==> path summary, 6_finish.rpt <==
kind | from | cells after the start | endpoint | slack, ns
worst max-delay path | DrawX[1] | 17 | sPosXOut[2] | 3.36
worst min-delay path | SpriteID13[1] | 4 | spriteIDOut[1] | 7.32
==> cells in the final DEF, fill, tap and decap left out, drive strengths merged, types with 76 or more instances in the layout <==
cell type and instances:
clkdlybuf4s50 418, inv 403, a21oi 144, nor3 76, nand2 117, o21a 87
ha 323, o21ai 168, nor2 206, nor2b 92
==> Yosys cell counts (all sizes together) (24+ instances only) <==
master	n	share of area (%)
o211ai	32	1.3
fa	32	3.6
o31a	24	1.2
nor2	206	4.3
nand3	46	1.3
xor2	37	1.8
nor3	76	2.1
o2111ai	28	1.4
xnor2	51	2.5
inv	403	8.5
o21ai	168	4.7
o21a	87	3.7
clkbuf	38	0.80
a211oi	33	1.4
a21o	42	1.8
a21oi	144	4.0
mux2i	29	1.6
a31oi	42	1.5
nand4	30	1.1
o31ai	29	1.2
nor2b	92	3.2
ha	323	23
nand2	117	2.5
nor4	38	1.4
nand2b	60	2.1
==> final cells by class <==
cell class	count	area [um^2]
Multi-Input combinational cell	2163	16200
Tap cell	773	967
Antenna cell	3	7.51
Fill cell	6240	35800
Inverter	403	1510
Timing Repair Buffer	452	4440
==> kinds of logic (layout without fill, tap and decap cells) <==
family | after synthesis | in the layout
AND-OR/OR-AND | 845 | 845
XOR/XNOR | 88 | 88
adder cells (fa/ha/maj) | 355 | 355
buffers and inverters | 442 | 855
multiplexers | 34 | 34
other | 0 | 3
AND/OR/NAND/NOR | 841 | 841
Power and IR drop assume default switching activity.
