## flow/config.mk

```make
export PLATFORM = sky130hd
export DESIGN_NAME = GameManager
export DESIGN_NICKNAME = GameManager
export VERILOG_FILES = /design/flow/design.v
export SDC_FILE = /design/flow/constraint.sdc
export NUM_CORES = 4
export LEC_CHECK = 1
export CORE_AREA = 10 10 201 201
export DIE_AREA = 0 0 211 211
```

## flow/constraint.sdc

```tcl
current_design GameManager

set clk_period 2.9
set clk_io_pct 0.2

create_clock -name clk0 -period $clk_period

set non_clock_inputs [all_inputs -no_clocks]
set_input_delay [expr $clk_period * $clk_io_pct] -clock clk0 $non_clock_inputs
set_output_delay [expr $clk_period * $clk_io_pct] -clock clk0 [all_outputs]
```

## flow/design.v

```verilog
module GameManager(input arrowClk, input logic shiftUp, input logic [3:0] stripArrows,
input logic [9:0] posX2in, input logic [9:0] posY2in, input logic [3:0] spriteID2in,
input logic [9:0] posX3in, input logic [9:0] posY3in, input logic [3:0] spriteID3in,
input logic [9:0] posX4in, input logic [9:0] posY4in, input logic [3:0] spriteID4in,
input logic [9:0] posX5in, input logic [9:0] posY5in, input logic [3:0] spriteID5in,
input logic [9:0] posX6in, input logic [9:0] posY6in, input logic [3:0] spriteID6in,
input logic [9:0] posX7in, input logic [9:0] posY7in, input logic [3:0] spriteID7in,
input logic [9:0] posX8in, input logic [9:0] posY8in, input logic [3:0] spriteID8in,
input logic [9:0] posX9in, input logic [9:0] posY9in, input logic [3:0] spriteID9in,
input logic [9:0] posX10in, input logic [9:0] posY10in, input logic [3:0] spriteID10in,
input logic [9:0] posX11in, input logic [9:0] posY11in, input logic [3:0] spriteID11in,
output logic [9:0] posX2out, output logic [9:0] posY2out, output logic [3:0] spriteID2out, 
output logic [9:0] posX3out, output logic [9:0] posY3out, output logic [3:0] spriteID3out,
output logic [9:0] posX4out, output logic [9:0] posY4out, output logic [3:0] spriteID4out,
output logic [9:0] posX5out, output logic [9:0] posY5out, output logic [3:0] spriteID5out,
output logic [9:0] posX6out, output logic [9:0] posY6out, output logic [3:0] spriteID6out,
output logic [9:0] posX7out, output logic [9:0] posY7out, output logic [3:0] spriteID7out,
output logic [9:0] posX8out, output logic [9:0] posY8out, output logic [3:0] spriteID8out,
output logic [9:0] posX9out, output logic [9:0] posY9out, output logic [3:0] spriteID9out,
output logic [9:0] posX10out, output logic[9:0] posY10out, output logic [3:0] spriteID10out,
output logic [9:0] posX11out, output logic [9:0] posY11out, output logic [3:0] spriteID11out
);
always_comb 
begin
	if((stripArrows == 4'b0000) & (shiftUp))
	begin
		spriteID10out=4'hf;
		spriteID11out=4'hf;
		posY10out=9'h1E0;  
		posY11out=9'h1E0;  
		posX10out=1'b0;
		posX11out=1'b0;
	end
	else if(stripArrows==4'b0001&& shiftUp)
	begin
		spriteID11out=4'h4; 
		spriteID10out=4'hf;
		posY10out=10'h1E0;  
		posY11out=10'h1E0;  
		posX10out=1'b0;
		posX11out=10'h60; 
	end
	else if (stripArrows==4'b0010&& shiftUp)
	begin
		spriteID11out=4'h6; 
		spriteID10out=4'hf;
		posY10out=10'h1E0;  
		posY11out=10'h1E0;  
		posX10out=10'h40;
		posX11out=10'h0; 
	end
	else if(stripArrows==4'b0100&& shiftUp)
	begin
		spriteID10out=4'h5; 
		spriteID11out=4'hf;
		posY10out=9'h1E0;  
		posY11out=9'h1E0;  
		posX10out=10'h20; 
		posX11out=10'h0;
	end
	else if(stripArrows==4'b1000&& shiftUp)
	begin
		spriteID10out=4'h7; 
		spriteID11out=4'hf;
		posY10out=9'h1E0;  
		posY11out=9'h1E0;  
		posX10out=10'h0;
		posX11out=10'h0;
	end
	else if(stripArrows==4'b1100&& shiftUp)
	begin
		spriteID10out=4'h7;
		spriteID11out=4'h5;
		posY10out=9'h1E0;
		posY11out=9'h1E0;
		posX10out=10'h0;
		posX11out=10'h20;
	end
	else if(stripArrows==4'b1010&& shiftUp)
	begin
		spriteID10out=4'h7;
		spriteID11out=4'h6;
		posY10out=10'h1E0;
		posY11out=10'h1E0;
		posX10out=10'h0;
		posX11out=10'h40;
	end
	else if(stripArrows==4'b1001&& shiftUp)
	begin
		spriteID10out=4'h7;
		spriteID11out=4'h4;
		posY10out=10'h1E0;
		posY11out=10'h1E0;
		posX10out=10'h0;
		posX11out=10'h60;
	end
	else if(stripArrows==4'b0110&& shiftUp)
	begin
		spriteID10out=4'h5;
		spriteID11out=4'h6;
		posY10out=10'h1E0;
		posY11out=10'h1E0;
		posX10out=10'h20;
		posX11out=10'h40;
	end
	else if(stripArrows==4'b0101&& shiftUp)
	begin
		spriteID10out=4'h5;
		spriteID11out=4'h4;
		posY10out=10'h1E0;
		posY11out=10'h1E0;
		posX10out=10'h20;
		posX11out=10'h60;
	end
	else if(stripArrows==4'b0011&& shiftUp)
	begin
		spriteID10out=4'h6;
		spriteID11out=4'h4;
		posY10out=10'h1E0;
		posY11out=10'h1E0;
		posX10out=10'h40;
		posX11out=10'h60;
	end
	else
	begin
		posX10out=posX10in;
		posX11out=posX11in;
		posY10out=posY10in-10'b1;
		posY11out=posY11in-10'b1;
		spriteID10out=spriteID10in;
		spriteID11out=spriteID11in;
	end
end
always_comb 
begin
	if(shiftUp)
	begin
		posX2out=posX4in;
		posX3out=posX5in;
		posX4out=posX6in;
		posX5out=posX7in;
		posX6out=posX8in;
		posX7out=posX9in;
		posX8out=posX10in;
		posX9out=posX11in;
		posY2out=posY4in;
		posY3out=posY5in;
		posY4out=posY6in;
		posY5out=posY7in;
		posY6out=posY8in;
		posY7out=posY9in;
		posY8out=posY10in;
		posY9out=posY11in;
		spriteID2out=spriteID4in;
		spriteID3out=spriteID5in;
		spriteID4out=spriteID6in;
		spriteID5out=spriteID7in;
		spriteID6out=spriteID8in;
		spriteID7out=spriteID9in;
		spriteID8out=spriteID10in;
		spriteID9out=spriteID11in;
	end
	else
	begin
	posX2out=posX2in;
	posX3out=posX3in;
	posX4out=posX4in;
	posX5out=posX5in;
	posX6out=posX6in;
	posX7out=posX7in;
	posX8out=posX8in;
	posX9out=posX9in;
	posY2out=posY2in-10'b1;
	posY3out=posY3in-10'b1;
	posY4out=posY4in-10'b1;
	posY5out=posY5in-10'b1;
	posY6out=posY6in-10'b1;
	posY7out=posY7in-10'b1;
	posY8out=posY8in-10'b1;
	posY9out=posY9in-10'b1;
	spriteID2out=spriteID2in;
	spriteID3out=spriteID3in;
	spriteID4out=spriteID4in;
	spriteID5out=spriteID5in;
	spriteID6out=spriteID6in;
	spriteID7out=spriteID7in;
	spriteID8out=spriteID8in;
	spriteID9out=spriteID9in;
	end
end
endmodule
```

## flow/run.sh

```bash
#!/bin/bash
# OpenROAD 26Q1-2900-gdf79404cd8, Yosys 0.63+post, stock flow scripts
make -C /OpenROAD-flow-scripts/flow DESIGN_CONFIG=/design/flow/config.mk WORK_HOME=/design/flow/orfs finish
```

==> job_summary.md <==
### Metrics collected by this job

| Metric | Value |
|---|---|
| Multiplexer share | 0.3126 |
| Kind of start point of the critical path | primary input |
| Commonest cells in the netlist | mux2_2 (112), nand2_1 (50), or4_1 (44) |
| Hold path depth | 5 |
| Worst slew margin | 0.6732 |
| Power per cell area | 150.4 nW/um^2 |
| Synthesis Warnings | 1 |
| Crit-path max cell delay | 0.57 ns |
| Crit path cell chain | dlygate4sd2_1, or4_4, or4_1, a31oi_1, buf_2 |
| Routability Congestion | 0.8892 |
| Fmax | 348.8 MHz |
| Synth Area per Inst | 7.017 um^2 |
| Fin. Hold Viols | 0 |
| DR iter-0 viols | 311 |
| GRT Total Usage | 0.1432 |
| Clock Power Share | 0 |
| Max Cap Viol | 0 |
| Hold Crit Class | primary input to output port |
| Grt ovf | 0 |
| Maximum vdd drop | 0.08174 mV |
| Die X | 211 um |
| Crit end category | output port |
| DR pass1 iterations | 4 |
| I/O Pins | 486 |
| Final min period | 2.867 ns |
| Slowest-stage cell, CP | or4_4 |
| Comb area leader | simple AND/OR/NAND/NOR gates |
| Synth Area in Adders | 0.02938 |
| Setup WS post-layout | 0.03307 ns |
| Worst Path Class, Setup | primary input to output port |
| Sw frac | 0.3550 |
| Synth Seq Share | 0 |
| Cell Area, Synth | 4259 um^2 |
| Register area | 0 um^2 |
| XOR/XNOR Area Share | 0.05347 |
| Rows | 69 |
| Final worst-path cycle share | 0.9886 |
| Vias in the first global route | 7462 |
| Worst Path Required | 2.32 ns |
| Net Switching | 0.5997 mW |
| Tool warnings | 33 |
| Internal | 1.089 mW |
| Hpwl dp | 30.06 mm |
| Largest net degree at the start of global routing | 42 |
| Logic gate share of total power | 1.000 |
| Detail Route Antenna Nets | 0 |
| Area share, top type | 0.2961 |
| Flop count | 0 |
| Flop pwr share | 0 |
| WL per Instance | 20.49 um |
| Aoi share | 0.2194 |
| Layout cells sized above 1 | 0.3279 |
| Setup violations, final | 0 |
| First-pass GRT wire length | 48.51 mm |
| Worst-path fanout max | 2 |
| Final hold slack | 1.606 ns |
| Chip Area, Yosys | 4259 um^2 |
| Total power | 1.689 mW |
| Routed WL | 34.83 mm |
| Ys cells | 607 |
| Dpl ws | -0.6669 ns |
| Critical path arrival | 2.29 ns |
| Port buffer count | 485 |
| Chip Height | 211 um |
| # DRC | 0 |
| Vias per cell | 4.242 |
| Area growth from synthesis to layout | 163.7% |
| Simple Share, Synth | 0.3152 |
| Area leader, netlist | mux2_2 |
| Initial antenna violation count | 4 |
| Netlist cell types | 48 |
| Tightest Pin Transition | 0.4901 ns |
| Chip area | 44520 um^2 |
| Via count | 7212 |
| Slew Limit Fails | 0 |
| Post-CTS Hold Buffers | 0 |
| Main area contributors | mux2_2 (30%), or4_1 (7.8%), o21ai_0 (4.9%) |
| Count leader, synth | mux2_2 |
| FP Util | 0.1192 |
| Clock tree buffer count of the final layout | 0 |
| P_leak | 4.594 nW |
| Status | finished clean |
| Core area | 35740 um^2 |
| Synth Instances | 607 |
layout by cell type, fill, tap and decap left out, types with 19 or more instances in the layout:
master	count
or4_1	32
dlygate4sd2_1	89
o21ai_0	37
o211ai_1	21
o31ai_1	24
clkdlybuf4s50_1	355
buf_4	173
inv_1	22
mux2_2	112
xnor2_1	19
nand2_1	50
nor2_1	32
cell families after synthesis:
kind of cell | count (synthesis)
AND/OR/NAND/NOR | 235
multiplexers | 119
AND-OR/OR-AND | 142
XOR/XNOR | 26
buffers and inverters | 75
adder cells (fa/ha/maj) | 10
layer usage:
layer | vias up | share of wire | global-route usage
li1 | 3604 | - | -
met5 | - | 0.00037 | 0
met1 | 3296 | 0.43 | 0.1811
met4 | 2 | 0.010 | 0.01049
met2 | 289 | 0.49 | 0.2495
met3 | 21 | 0.075 | 0.03598
power groups by stage:
stage / Clock, mW / Sequential [mW] / Combinational [mW]
final: 0.0000000728 / 0 / 1.69
after global routing: 0 / 0 / 1.83
after CTS: 0 / 0 / 1.69
per-stage QoR:
stage / setup TNS [ns] / cell area [um^2] / cells / util
finish: 0 / 11230 / 1700 / 0.3143
global route: -0.04567 / 11230 / 1699 / 0.3142
CTS: 0 / 11140 / 1696 / 0.3118
global placement: -25.97 / 10880 / 1678 / 0.3043
floorplan: 0 / 4259 / 607 / -
detailed placement: -26.64 / 10880 / 1678 / 0.3043
final timing paths:
check | start | endpoint | slack (ns)
worst min-delay path | posY11in[6] | posY9out[6] | 1.61
worst max-delay path | posY5in[8] | posY5out[9] | 0.03
worst max-delay path: cells and delay by family:
family	cells	cell delay, ns
compound gates	1	0.16
simple gates	2	1.05
buf+inv	2	0.49
what timing repair did:
action / CTS / global route
pin swaps: 57 / 15
gates resized: 254 / 35
gates cloned: 1 / 2
endpoints found under the setup margin: 105 / 34
setup buffers: 18 / 6
area by class of cell:
type	instances	area, um^2
Fill cell	3766	24510
Timing Repair Buffer	677	6261
Multi-Input combinational cell	532	4284
Tap cell	461	576.8
Inverter	29	108.9
Antenna cell	1	2.502
Power figures rest on the tool's default switching activity, not on a simulated workload.
