==> design/flow/design.v <==
module mux16
(
	input logic [3:0] sel,
	input logic [7:0] i1,i2,i3,i4,i5,i6,i7,i8,i9,i10,i11,i12,i13,i14,i15,i16,
	output logic [7:0] f
);
always_comb
begin
	if(sel == 4'b0000)
		f = i1;
	else if(sel == 4'b0001)
		f = i2;
	else if(sel == 4'b0010)
		f = i3;
	else if(sel == 4'b0011)
		f = i4;
	else if(sel == 4'b0100)
		f = i5;
	else if(sel == 4'b0101)
		f = i6;
	else if(sel == 4'b0110)
		f = i7;
	else if (sel == 4'b0111)
		f = i8;
	else if(sel == 4'b1000)
		f = i9;
	else if(sel == 4'b1001)
		f = i10;
	else if(sel == 4'b1010)
		f = i11;
	else if(sel == 4'b1011)
		f = i12;
	else if(sel == 4'b1100)
		f = i13;
	else if(sel == 4'b1101)
		f = i14;
	else if (sel == 4'b1110)
		f = i15;
	else
		f=i16;
end
endmodule
==> design/flow/run.sh <==
#!/bin/bash
# OpenROAD 26Q1-2900-gdf79404cd8, Yosys 0.63+post, stock flow scripts
make -C /OpenROAD-flow-scripts/flow DESIGN_CONFIG=/design/flow/config.mk WORK_HOME=/design/flow/orfs finish
==> design/flow/config.mk <==
export PLATFORM = sky130hd
export DESIGN_NAME = mux16
export DESIGN_NICKNAME = mux16
export VERILOG_FILES = /design/flow/design.v
export SDC_FILE = /design/flow/constraint.sdc
export NUM_CORES = 4
export LEC_CHECK = 1
export CORE_AREA = 10 10 104 104
export DIE_AREA = 0 0 114 114
==> design/flow/constraint.sdc <==
current_design mux16

set clk_period 5.3
set clk_io_pct 0.2

create_clock -name clk0 -period $clk_period

set non_clock_inputs [all_inputs -no_clocks]
set_input_delay [expr $clk_period * $clk_io_pct] -clock clk0 $non_clock_inputs
set_output_delay [expr $clk_period * $clk_io_pct] -clock clk0 [all_outputs]
==> reports/results.txt <==
Top area cell types - a21oi_1, mux4_2, mux2i_1
Flop area - 0 um^2
Most numerous logic cell after layout - clkdlybuf4s50_1
DRC violations left - 0
RSZ-0062 raised after global routing - no
Setup TNS - 0 ns
Setup Slack @ Placement - 0.673 ns
Min-delay src - sel[2]
Distinct cells, synth - 63
Via density - 5.18
Critical Path Max Stage Delay - 0.52 ns
Layout Area Growth over Synthesis - 78.4%
Finished Layout Cells - 492
Vias in the first global route - 2613
CP max FO - 14
Row count - 34
Share of cells above drive strength 1 - 6.51%
Sequential cell area fraction in the yosys report - 0%
Hold_ws - 3.19 ns
Antenna-violating nets left - 0
Post-CTS sizing - 0
Synth Cell Area - 1750 um^2
Slew Viols, Final - 0
CP startpoint kind - primary input
DR vias - 2548
Dpl cell area - 3110 um^2
Total power after layout - 0.256 mW
Final Cycle Share - 87.2%
Worst slew pin tran - 0.665 ns
Diodes inserted - 0
Power Density - 82.3 nW/um^2
Tmin final - 4.62 ns
Ports - 140
Final wirelength - 9.46 mm
Avg Cell Area, Syn - 6.69 um^2
Hold worst-path end - f[6]
CP required - 4.24 ns
Initial antenna violation count - 0
Relative slew slack - 55.7%
Max frequency - 0.216 GHz
Crit. End Element - output port
Crit-path cells - clkdlybuf4s50_1, buf_4, or4b_4, o22a_1, a31o_1, a31oi_1, o22a_1, a31oi_1, clkdlybuf4s50_1
Tool Warnings - 32
Worst EP arrival - 3.56 ns
Post-Place Cells - 492
Clk_buf instances - 0
Seq cells - 0
DRT Pass-1 Iters - 4
Reg power frac - 0%
Final Util - 35.9%
Worst Hold Depth - 4
Dpl hpwl - 7.94 mm
GR Overflow Total - 0
Overall Global Routing Usage - 13.7%
HP Class - in -> out
Logic pwr share - 100.0%
Yosys top cell area share - 8.89%
Filler cell count - 926
Outcome - finished clean
Final Hold Viols - 0
Floorplan Utilization - 20.1%
Yosys cell count - 261
Internal power - 0.156 mW
Max Cap Viol - 0
Core area - 8680 um^2
Area leader, netlist - a21oi_1
Pin count of the biggest net entering global routing - 37
Synth warnings - 1
Worst vdd ir - 0.0360 mV
Setup bufs post-CTS - 0
Clock Power Share - 0%
Switch Pwr - 0.0999 mW
Design area - 3110 um^2
Slowest-stage cell, CP - or4b_4
Die width - 114 um
Post-synthesis cell count - 261
GPL Wtd Cong - 0.984
Die area - 13000 um^2
Most frequent cells in the layout - clkdlybuf4s50_1, nor2_1, a21oi_1, nand2_1, mux2i_1
Yosys stat area - 1750 um^2
1st-iter DRT viols - 188
Routed WL per cell - 19.2 um
Port bufs - 140
First-pass GRT wire length - 14.5 mm
Leak - 1.14 nW
Sw Ratio - 39.0%
Kind of critical path - in -> out
# hold bufs at CTS - 0
Die Y - 114 um
Crit path setup slack, layout - 0.678 ns
Final Setup Violations - 0
cell families after synthesis:
group,after synthesis,synth area share [%]
AOI/OAI and AO/OA,104,39.2
buffers and inverters,37,15.1
muxes,22,17.1
and+or+nand+nor,98,28.5
worst max-delay path: cells and delay by family:
kind | cells | cell delay [ns]
buffers and inverters | 3 | 1.11
and+or+nand+nor | 1 | 0.52
AOI/OAI and AO/OA | 5 | 0.86
power groups by stage:
stage	combinational [mW]	clock, mW	sequential, mW
finish	0.256	0	0
global route	0.279	0	0
CTS	0.257	0	0
synthesized netlist by cell type (4+ instances only):
cell,instances
mux2i_1,13
a221oi_1,4
nor2_1,33
o22ai_1,9
nor3_1,8
buf_2,6
o21ai_0,12
o21ai_1,6
a21oi_1,31
buf_6,7
mux4_2,6
a31oi_1,5
nand2_1,22
inv_1,11
nor2b_1,7
nand2b_1,5
buf_4,4
o22a_1,4
worst max-delay path by stage:
stage / start / endpoint / slack, ns / cells past startpoint
after global routing: sel[1] / f[5] / 0.48 / 9
after CTS: sel[3] / f[1] / 0.68 / 9
final: sel[3] / f[1] / 0.68 / 9
final cells by class:
class,instances,area [um^2],share of cell area [%]
multi-input combinational,224,1480,47.6
timing repair buffer,147,1440,46.4
tap,108,135,4.34
inverter,13,53.8,1.73
routing by layer:
| layer | GRT usage, % | vias to the layer above | wire length, um | part of all wire [%] |
|---|---|---|---|---|
| met5 | 0 | - | 0 | 0 |
| met4 | 2.92 | 0 | 229 | 2.4 |
| met3 | 4.15 | 12 | 960 | 10 |
| met2 | 20.9 | 138 | 4220 | 45 |
| met1 | 18.7 | 1156 | 4050 | 43 |
| li1 | - | 1242 | - | - |
No activity file was given, so power comes from the tool's default toggle rates.
